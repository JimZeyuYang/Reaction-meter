[flow/design.v]
module lfsr_ex8 (clk, en, prbs);
	input clk;
	input en;
	output [13:0] prbs;
	reg [13:0] sreg;
	initial sreg = 14'b1;
	always @ (posedge clk)
		if (en==1'b1)
		sreg <= {8'b0, sreg[4:0], sreg[5] ^ sreg[0]};
	assign prbs = {sreg[5:0], 8'b0} - {6'b0, sreg[5:0], 2'b0} - {7'b0, sreg[5:0], 1'b0};
endmodule
[flow/constraint.sdc]
current_design lfsr_ex8

set clk_period 3.7
set clk_io_pct 0.2

create_clock -name clk0 -period $clk_period [get_ports {clk}]

set non_clock_inputs [all_inputs -no_clocks]
set_input_delay [expr $clk_period * $clk_io_pct] -clock clk0 $non_clock_inputs
set_output_delay [expr $clk_period * $clk_io_pct] -clock clk0 [all_outputs]
[flow/config.mk]
export PLATFORM = sky130hd
export DESIGN_NAME = lfsr_ex8
export DESIGN_NICKNAME = lfsr_ex8
export VERILOG_FILES = /design/flow/design.v
export SDC_FILE = /design/flow/constraint.sdc
export NUM_CORES = 4
export LEC_CHECK = 1
export CORE_AREA = 10 10 70 70
export DIE_AREA = 0 0 80 80
[flow/run.sh]
#!/bin/bash
# OpenROAD 26Q1-2900-gdf79404cd8, Yosys 0.63+post, stock flow scripts
make -C /OpenROAD-flow-scripts/flow DESIGN_CONFIG=/design/flow/config.mk WORK_HOME=/design/flow/orfs finish
==> impl_metrics.json <==
{
  "wl_mm": 1.705,
  "hold_end": "sreg[4]$_DFFE_PP_",
  "whs_path_depth": 0,
  "setup_viol": 0,
  "drive_gt1_share_pct": 13.46,
  "r2r_end": "sreg[0]$_DFFE_PP_",
  "top_cell_area_share_pct": 23.41,
  "synth_top_cell_by_area": "edfxtp_1",
  "dieArea_um2": 6400,
  "tns_ns": 0,
  "dpl_cell_area_um2": 955.9,
  "cts_tree": "yes",
  "met2_usage_pct": 7.384,
  "cp_max_fo": 5,
  "top_regs": "sreg (6)",
  "fin_cells": 150,
  "clockBufferDepth": 2,
  "report.final.slew_viol_count": 0,
  "fp_util_pct": 22.53,
  "crit_required_ns": 2.96,
  "dp_cells": 144,
  "ir_drop_mv": 0.1917,
  "cts-root-buf": "clkbuf_4",
  "p_leak_uw": 0.0004008,
  "status": "finished clean",
  "die_h_um": 80,
  "fmax_mhz": 281.2,
  "io_pins": 16,
  "cts_made_buffers": 3,
  "dp_hpwl_mm": 1.450,
  "yosysSeqAreaShare_pct": 23.41,
  "warnings": 30,
  "ys_cells": 86,
  "rrSetupSlack_ns": 2.29,
  "final_area_um2": 1001,
  "insertion_delay_ns": 0.24,
  "netlist_instances": 86,
  "largest_reg_flops": 6,
  "gp_congestion": 0.8598,
  "use_met3_pct": 1.932,
  "ys.flop_type": "edfxtp_1",
  "min_path_type": "reg -> reg",
  "ys_area_um2": 769.5,
  "io_buffers": 14,
  "rsz0062_at_grt": "true",
  "synth-seq-cells": 6,
  "routed-via-count": 660,
  "syn_to_final_growth_pct": 30.08,
  "min_period_ns": 3.556,
  "arrival_ns": 2.82,
  "dr.pass1.iters": 4,
  "period_used_pct": 96.10,
  "r2r_cells": 3,
  "p_per_area_nw_per_um2": 336.3,
  "finalHoldViolations": 0,
  "synth.most_common_cell": "ha_1",
  "final_util_pct": 29.30,
  "maxCapViolCount": 0,
  "grt_pass1_wl_mm": 2.863,
  "synthesis.area_um2": 769.5,
  "nFillCells": 369,
  "num_rows": 21,
  "synth.distinct_cells": 32,
  "antenna_left": 0,
  "top_register": "sreg",
  "hold_start": "sreg[3]$_DFFE_PP_",
  "synthTopCellsByArea": "edfxtp_1 (23%), ha_1 (20%), xnor2_1 (10%)",
  "common_cells": "ha_1 (12), inv_1 (9), xnor2_1 (9)",
  "avgRoutedWirePerCell_um": 11.37,
  "rr_startpoint": "sreg[5]$_DFFE_PP_",
  "path_class": "reg -> out",
  "cts_sinks": 6,
  "synth_warnings": 1,
  "synth-edff-count": 6,
  "via_per_inst": 4.400,
  "grt.met1_usage_pct": 7.965,
  "grt-ovfl-total": 0,
  "die_w_um": 80,
  "clock_skew_ns": 0.0009602,
  "antenna_found_initial": 0,
  "grt_max_degree": 10,
  "grt-busiest-layer": "met1",
  "gr-usage-all-layers_pct": 5.393,
  "p_total_uw": 336.6,
  "critPathLaunchType": "flip-flop",
  "drtIter0Drc": 29,
  "postCtsHoldBufs": 0,
  "worstSetupEndpointType": "output port",
  "grt_pass1_vias": 666,
  "path_clk_slew_ns": 0.04,
  "insertedDiodeCount": 0,
  "core_area_um2": 3416,
  "htree_levels": 1,
  "drc": 0,
  "avgSynthCellArea_um2": 8.948,
  "async_flop_share_pct": 0
}
-- critical path: stages, from the launching register on --
cell and delay, ns:
edfxtp_1 0.45, inv_2 0.13, ha_1 0.24, ha_1 0.33, nor2b_1 0.15, o21ai_2 0.19
a31oi_4 0.14, or4_1 0.41, nand3_1 0.08, clkdlybuf4s50_1 0.46
-- final cells by class --
class / instances / area (um^2) / share of cell area, %
Inverter: 9 / 33.78 / 3.375
Multi-Input combinational cell: 68 / 536.8 / 53.63
Clock buffer: 3 / 22.52 / 2.250
Timing Repair Buffer: 18 / 170.2 / 17.00
Sequential cell: 6 / 180.2 / 18.00
Tap cell: 46 / 57.56 / 5.750
-- cell families (layout without fill, tap and decap cells) --
family,count (synthesis),in the layout,share of synthesized area (%)
AND-OR/OR-AND,18,18,17.07
multiplexers,1,1,1.463
AND/OR/NAND/NOR,23,23,14.47
other,1,1,0.4873
XOR/XNOR,13,13,16.75
adder cells (fa/ha/maj),12,12,19.51
flip-flops,6,6,23.41
buffers and inverters,12,30,6.828
-- metal layers --
layer	share of wire (%)	vias up	wire (um)
met5	0	-	0
li1	-	344	-
met3	6.5	2	111
met2	39	17	658
met1	54	297	915
met4	1.1	0	19
-- worst max path at each step --
stage | startpoint | end | slack, ns
6_report | sreg[1]$_DFFE_PP_ | prbs[13] | 0.14
5_1_grt | sreg[1]$_DFFE_PP_ | prbs[13] | -0.03
4_1_cts | sreg[2]$_DFFE_PP_ | prbs[13] | 0.03
-- cells in the final DEF (no fill, tap or decap), drive strengths merged --
cell           instances
a2111oi                1
a211oi                 1
a21oi                  4
a311oi                 1
a31oi                  3
and3                   1
buf                    4
clkbuf                 3
clkdlybuf4s50         14
conb                   1
edfxtp                 6
ha                    12
inv                    9
mux2                   1
nand2                  7
nand2b                 1
nand3                  2
nand4                  2
nor2                   4
nor2b                  1
nor3                   3
nor4                   1
o211ai                 1
o21a                   1
o21ai                  5
o311ai                 1
or4                    1
xnor2                 10
xor2                   3
-- power breakdown --
group,total [uW],switching (uW),internal (uW)
combinational,193,82.1,111
clock,56.9,20.4,36.5
sequential,86.4,4.83,81.5
total,337,107,229
-- metrics by stage --
step	hold slack, ns	setup slack, ns
5_1_grt	0.4801	-0.03499
4_1_cts	0.4576	0.03480
3_5_place_dp	0.4478	0.2991
2_1_floorplan	0.4264	0.9540
6_report	0.4572	0.1443
3_3_place_gp	0.4379	0.3361
-- timing repair --
item                       4_1_cts  5_1_grt
setup endpoints to repair        0        4
resized                          0        3
buffers inserted                 0        3
Power is estimated from default activity; no workload was simulated.
