`design.v`:
```
module add3_ge5(iW,oA);
 input [3:0] iW; 
 output reg [3:0] oA;  
	always @ (iW)
		case (iW) 
			4'b0000: oA <= 4'b0000; 
			4'b0001: oA <= 4'b0001; 
			4'b0010: oA <= 4'b0010; 
			4'b0011: oA <= 4'b0011; 
			4'b0100: oA <= 4'b0100;
			4'b0101: oA <= 4'b1000; 
			4'b0110: oA <= 4'b1001; 
			4'b0111: oA <= 4'b1010; 
			4'b1000: oA <= 4'b1011; 
			4'b1001: oA <= 4'b1100;
			4'b1010: oA <= 4'b1101;	
			4'b1011: oA <= 4'b1110;	
			4'b1100: oA <= 4'b1111;	
			default: oA <= 4'b0000;
		endcase 
endmodule
module bin2bcd_16 (B, BCD_0, BCD_1, BCD_2, BCD_3, BCD_4);
	input [15:0]	B;		 
	output [3:0]	BCD_0, BCD_1, BCD_2, BCD_3, BCD_4;    
	wire [3:0]	w1,w2,w3,w4,w5,w6,w7,w8,w9,w10,w11,w12,w13;
	wire [3:0]	w14,w15,w16,w17,w18,w19,w20,w21,w22,w23,w24,w25;
	wire [3:0]	w26,w27,w28,w29,w30,w31,w32,w33,w34,w35;
	wire [3:0]	a0,a1,a2,a3,a4,a5,a6,a7,a8,a9,a10,a11,a12,a13;
	wire [3:0]	a14,a15,a16,a17,a18,a19,a20,a21,a22,a23,a24,a25;
	wire [3:0]	a26,a27,a28,a29,a30,a31,a32,a33,a34,a35;
	add3_ge5 A1 (w1,a1);
	add3_ge5 A2 (w2,a2);
	add3_ge5 A3 (w3,a3);
	add3_ge5 A4 (w4,a4);
	add3_ge5 A5 (w5,a5);
	add3_ge5 A6 (w6,a6);
	add3_ge5 A7 (w7,a7);
	add3_ge5 A8 (w8,a8);
	add3_ge5 A9 (w9,a9);
	add3_ge5 A10 (w10,a10);
	add3_ge5 A11 (w11,a11);
	add3_ge5 A12 (w12,a12);
	add3_ge5 A13 (w13,a13);
	add3_ge5 A14 (w14,a14);
	add3_ge5 A15 (w15,a15);
	add3_ge5 A16 (w16,a16);
	add3_ge5 A17 (w17,a17);
	add3_ge5 A18 (w18,a18);
	add3_ge5 A19 (w19,a19);
	add3_ge5 A20 (w20,a20);
	add3_ge5 A21 (w21,a21);
	add3_ge5 A22 (w22,a22);
	add3_ge5 A23 (w23,a23);
	add3_ge5 A24 (w24,a24);
	add3_ge5 A25 (w25,a25);
	add3_ge5 A26 (w26,a26);
	add3_ge5 A27 (w27,a27);
	add3_ge5 A28 (w28,a28);
	add3_ge5 A29 (w29,a29);
	add3_ge5 A30 (w30,a30);
	add3_ge5 A31 (w31,a31);
	add3_ge5 A32 (w32,a32);
	add3_ge5 A33 (w33,a33);
	add3_ge5 A34 (w34,a34);
	add3_ge5 A35 (w35,a35);
	assign  w1 = {1'b0,B[15:13]};		 
	assign  w2 = {a1[2:0], B[12]};		
	assign  w3 = {a2[2:0], B[11]};		
	assign  w4 = {1'b0,a1[3],a2[3],a3[3]};
	assign  w5 = {a3[2:0], B[10]};
	assign  w6 = {a4[2:0], a5[3]};
	assign  w7 = {a5[2:0], B[9]};
	assign  w8 = {a6[2:0], a7[3]};
	assign  w9 = {a7[2:0], B[8]};
	assign  w10 = {1'b0, a4[3], a6[3], a8[3]};
	assign  w11 = {a8[2:0], a9[3]};
	assign  w12 = {a9[2:0], B[7]};
	assign  w13 = {a10[2:0], a11[3]};
	assign  w14 = {a11[2:0], a12[3]};
	assign  w15 = {a12[2:0], B[6]};
	assign  w16 = {a13[2:0], a14[3]};
	assign  w17 = {a14[2:0], a15[3]};
	assign  w18 = {a15[2:0], B[5]};
	assign  w19 = {1'b0, a10[3], a13[3], a16[3]};
	assign  w20 = {a16[2:0], a17[3]};
	assign  w21 = {a17[2:0], a18[3]};
	assign  w22 = {a18[2:0], B[4]};
	assign  w23 = {a19[2:0], a20[3]};
	assign  w24 = {a20[2:0], a21[3]};
	assign  w25 = {a21[2:0], a22[3]};
	assign  w26 = {a22[2:0], B[3]};
	assign  w27 = {a23[2:0], a24[3]};
	assign  w28 = {a24[2:0], a25[3]};
	assign  w29 = {a25[2:0], a26[3]};
	assign  w30 = {a26[2:0], B[2]};
	assign  w31 = {1'b0,a19[3], a23[3], a27[3]};
	assign  w32 = {a27[2:0], a28[3]};
	assign  w33 = {a28[2:0], a29[3]};
	assign  w34 = {a29[2:0], a30[3]};
	assign  w35 = {a30[2:0], B[1]};
	assign BCD_0 = {a35[2:0],B[0]};
	assign BCD_1 = {a34[2:0],a35[3]};
	assign BCD_2 = {a33[2:0],a34[3]};
	assign BCD_3 = {a32[2:0],a33[3]};
	assign BCD_4 = {a31[2:0],a32[3]};	
endmodule
```
`run.sh`:
```
#!/bin/bash
# OpenROAD 26Q1-2900-gdf79404cd8, Yosys 0.63+post, stock flow scripts
make -C /OpenROAD-flow-scripts/flow DESIGN_CONFIG=/design/flow/config.mk WORK_HOME=/design/flow/orfs finish
```
`config.mk`:
```
export PLATFORM = sky130hd
export DESIGN_NAME = bin2bcd_16
export DESIGN_NICKNAME = bin2bcd_16
export VERILOG_FILES = /design/flow/design.v
export SDC_FILE = /design/flow/constraint.sdc
export NUM_CORES = 4
export LEC_CHECK = 1
export CORE_UTILIZATION = 40
```
`constraint.sdc`:
```
current_design bin2bcd_16

set clk_period 15.8
set clk_io_pct 0.2

create_clock -name clk0 -period $clk_period

set non_clock_inputs [all_inputs -no_clocks]
set_input_delay [expr $clk_period * $clk_io_pct] -clock clk0 $non_clock_inputs
set_output_delay [expr $clk_period * $clk_io_pct] -clock clk0 [all_outputs]
```
==> notes.md <==
Physical implementation status

The number of setup violations in the final report stands at 0. The remaining design rule violation count stands at 0. Prior to clock tree synthesis, the placed netlist has a worst setup slack of -0.822 ns. The slew check shows that the tightest pin keeps a relative margin of 50.1%.

Relative to the synthesized area, the layout overhead comes to 73.4%. For this configuration, the core starts out at a cell density of 41.1%. The pin count of the biggest net entering global routing stands at 19.

At the pin with the least slew margin, the transition time is 0.739 ns. The least setup slack across all paths after layout stands at 0.161 ns. For reference, the placement row count at floorplan is 47.

For reference, the final report shows the max-slew violation count at 0. The register area stands at 0 um^2. The run finished with clean final reports.

The post-DP HPWL stands at 15,800 um. After floorplanning, the core was sized to cover 16,600 um^2. 36 I/O pins were placed. The critical path in this run is classified as in -> out.

The number of cells on the worst hold path stands at 0. Per the synthesis report, the number of distinct cell types is 122. The final timing summary puts the cycle share of the worst path at 99.0%.

Summed over all layers, the global routing overflow is 0. The antenna diode count stands at 0. The type recorded for the worst min-delay path is in -> out. From left edge to right edge, the die measures 133 um.

The floorplan step defined a die boundary enclosing 17,600 um^2. After synthesis, the design contains 939 cells according to Yosys. The largest total area in the synthesized netlist belongs to sky130_fd_sc_hd__ha_1. The maximum operating frequency stands at 0.0639 GHz. The summed instance area of the synthesized netlist stands at 6850 um^2.

The post-route worst hold slack stands at 6.32 ns. The top cell type by area accounts for 17.7% of the synthesized area. The OpenROAD warning count stands at 106. The first global-routing pass estimated 34,300 um of wire.

For hold timing, the worst endpoint is BCD_0[0]. The stat command in Yosys gives a chip area of 6850 um^2. The via count stands at 8,831. The largest incremental delay on the critical path stands at 0.54 ns.

Looking at the critical path, the highest net fanout was 4. Each instance of the synthesized netlist takes up on average 7.29 um^2. From bottom edge to top edge, the die measures 133 um. The count of maximum capacitance violations stands at 0. The flip-flop and latch count stands at 0. The time the worst path needs with I/O delays and setup stands at 15.64 ns. The final design instance area without fill stands at 11,900 um^2. The library cells used most frequently in the layout, excluding fill and tap cells, are sky130_fd_sc_hd__buf_4, sky130_fd_sc_hd__nand2_1, sky130_fd_sc_hd__inv_1. The post-synthesis instance total stands at 939. The clock buffers instantiated in the layout total 0. After detailed routing, the number of vias per cell comes to 5.53. STA classifies the critical path endpoint as an output port. Routability-driven placement finished with a final weighted congestion of 0.929. Setup repair after global routing could not meet its margin everywhere. Counting stages on the worst path, the most repeated cell is sky130_fd_sc_hd__ha_4. The antenna violation net count after detailed routing stands at 0. The fraction of final layout cells with drive strength greater than 1 stands at 52.5%. The initial DRC count stands at 458. The number of global-route vias before repair is 7,749. In the post-synthesis netlist, the biggest area contributors are sky130_fd_sc_hd__ha_1, sky130_fd_sc_hd__mux2i_1, sky130_fd_sc_hd__inv_1. In the Yosys report, the sequential cells make up 0% of the chip area.

Among logic cells in the layout, the one with the most instances is sky130_fd_sc_hd__buf_4. Per the STA report, the cell with the highest stage delay on the worst path is sky130_fd_sc_hd__or4_4. The cell area after placement stands at 10,100 um^2. STA lists the startpoint of the worst hold path as B[0]. STA classifies the critical path startpoint as an input port.

The number of hold-slack violations in the final timing report stands at 0. As logged by OpenROAD, the buffers inserted on ports number 34. The all-layer global routing usage stands at 22.2%. TritonRoute output was used to compute an average wire per cell of 13.5 um. The synthesis report lists the Yosys warning total as 1. The final wirelength stands at 21,600 um. According to the report, the first pass of detailed routing completed in 5 iterations. For this run, the share of the core covered by cells in the final layout is 71.4%. The required time at the worst endpoint is listed as 12.64 ns. The number of antenna violations at the first check in global routing came to 0. The arrival time at the worst endpoint stands at 12.48 ns.
metrics by stage:
step | TNS (ns) | std cells
after floorplan | 0 | 939
after global placement | -7.43 | 1539
after detailed placement | -9.43 | 1539
after CTS | -0.0171 | 1564
after global routing | -1.01 | 1596
final | 0 | 1596
cell type report:
cell class / instances / area, um^2
well taps: 220 / 275
inverters: 86 / 333
repair buffers: 462 / 3620
fillers: 1095 / 4770
multi-input cells: 828 / 7640
worst max path at each step:
stage / start / end / cells after the start
final: B[15] / BCD_3[2] / 57
after global routing: B[15] / BCD_3[2] / 58
after CTS: B[14] / BCD_2[2] / 60
critical path: cells and delay by family:
family | cells | cell delay, ns
AOI/OAI and AO/OA | 21 | 3.62
adders and majority gates | 9 | 1.76
buffers and inverters | 10 | 1.14
muxes | 2 | 0.61
and+or+nand+nor | 15 | 2.17
Yosys cell counts (all sizes together) (10+ instances only):
master	number
a211o	10
a211oi	15
a21o	22
a21oi	58
a31oi	17
and2	13
buf	17
ha	97
inv	85
mux2	18
mux2i	42
nand2	74
nand2b	11
nand3	30
nand4	12
nor2	60
nor3	30
nor4	13
o211ai	23
o21a	17
o21ai	48
o22ai	18
or2	11
or3	13
xnor2	16
cells by family after synthesis:
logic type | after synthesis | synth area share [%]
buffers and inverters | 111 | 6.91
multiplexers | 60 | 9.56
XOR/XNOR | 18 | 2.52
adder cells (fa/ha/maj) | 98 | 17.9
AND/OR/NAND/NOR | 312 | 25.2
AND-OR/OR-AND | 340 | 38.0
what timing repair did:
item	CTS	global route
pin swaps	26	98
buffers inserted	24	32
gates resized	77	249
endpoints found under the setup margin	18	18
gates cloned	1	0
hold buffers	0	0
per-layer routing:
metal,part of all wire [%],GRT usage (%),wire length (um)
met1,53,34.6,11500
met4,0.33,1.02,72
met3,2.5,0.313,535
met5,0,0,0
met2,44,35.8,9480
