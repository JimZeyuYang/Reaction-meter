===== run.sh =====
#!/bin/bash
# OpenROAD 26Q1-2900-gdf79404cd8, Yosys 0.63+post, stock flow scripts
make -C /OpenROAD-flow-scripts/flow DESIGN_CONFIG=/design/flow/config.mk WORK_HOME=/design/flow/orfs finish

===== config.mk =====
export PLATFORM = sky130hd
export DESIGN_NAME = delay
export DESIGN_NICKNAME = delay
export VERILOG_FILES = /design/flow/design.v
export SDC_FILE = /design/flow/constraint.sdc
export NUM_CORES = 4
export LEC_CHECK = 1
export CORE_AREA = 10 10 112 112
export DIE_AREA = 0 0 122 122

===== constraint.sdc =====
current_design delay

set clk_period 4.7
set clk_io_pct 0.2

create_clock -name clk0 -period $clk_period [get_ports {clk}]

set non_clock_inputs [all_inputs -no_clocks]
set_input_delay [expr $clk_period * $clk_io_pct] -clock clk0 $non_clock_inputs
set_output_delay [expr $clk_period * $clk_io_pct] -clock clk0 [all_outputs]

===== design.v =====
module delay (clk, trigger, N, time_out);
	input clk, trigger;
	input [13:0] N;
	output time_out;
	reg [13:0] count;
	reg time_out;
	reg [1:0] state;
	parameter IDLE = 2'b00, 	 COUNTING = 2'b01;
	parameter TIME_OUT = 2'b10, WAIT_LOW = 2'b11;
	initial state = IDLE;
	always @ (posedge clk) 
		case (state)
			IDLE: if (trigger==1'b1)
						state <= COUNTING;
				  else
						count <= N - 1'b1;
			COUNTING: if (count==0)
							begin
							count = N - 1'b1;
							state <=	TIME_OUT;
							end
						 else
							count <= count - 1'b1;
			TIME_OUT: if (trigger==1'b0)
							state <= IDLE;
						 else
							state <= WAIT_LOW;
			WAIT_LOW: if (trigger==1'b0)
							state <= IDLE;
			default: ;
		 endcase
	always @ (*)
		case (state)
			IDLE:			time_out = 1'b0;
			COUNTING:	time_out = 1'b0;
			TIME_OUT:	time_out = 1'b1;
			WAIT_LOW:	time_out = 1'b0;
			default: ;
		endcase
endmodule

==> impl_report.txt <==
IMPLEMENTATION SUMMARY REPORT
----------------------------------------------------
[STA]
  Tightest slew margin relative to the limit ........................ 50.1%
  Setup Skew ........................ 0.00521 ns
  Count of final setup violators ........................ 0
  Final hold viol count ........................ 0
  Setup repair after global routing missed its margin ........................ no
  Final-report max-slew violation count ........................ 0
  Fin crit period ........................ 2.66 ns
  Setup TNS ........................ 0 ns
  Actual slew at the worst max-slew pin ........................ 0.747 ns
  Maximum achievable frequency ........................ 0.376 GHz
  Crit share post-route ........................ 56.5%

[Layout]
  Growth of design area from synthesis to finish ........................ 30.7%
  Highest-count cells in the layout ignoring fill and taps ........................ 16 x sky130_fd_sc_hd__edfxtp_1, 16 x sky130_fd_sc_hd__clkdlybuf4s50_1, 14 x sky130_fd_sc_hd__xnor2_1
  Filler cell count in the final layout ........................ 1124
  Final standard cell utilization of the core ........................ 15.5%
  Fraction of layout cells with a size suffix above 1 ........................ 9.16%

[Floorplanning]
  Std cell rows ........................ 37
  Floorplan-stage core utilization ........................ 11.9%
  Die width ........................ 122 µm
  Die Y ........................ 122 µm
  Core footprint ........................ 0.0102 mm²
  # IOs ........................ 17
  Chip area ........................ 0.0149 mm²

[Placement]
  Dpl hpwl ........................ 2070 µm
  # port buffers ........................ 16
  Routability congestion estimate from global placement ........................ 0.796

[CTS]
  Clock tree from TritonCTS ........................ built
  CTS Buf Count ........................ 3
  Total of hold buffers inserted after clock tree synthesis ........................ 0
  Worst-Skew Late Latency ........................ 0.25 ns
  # clock sinks ........................ 16
  Clock-pin slew of the registers on the worst-case setup and hold paths ........................ 0.07 ns
  Resize count post-CTS ........................ 0
  CTS H-Tree Depth ........................ 1
  Master cell of the clock root buffer ........................ sky130_fd_sc_hd__clkbuf_8
  Buffer levels on the longest clock path ........................ 2
  Number of buffers added for setup after CTS ........................ 0

[Logic synthesis]
  Count of synthesis-stage warnings from yosys ........................ 1
  Total of flip-flops plus latches after synthesis ........................ 16
  Yosys Instances ........................ 111
  Post-synth top area share ........................ 39.6%
  Post-Synthesis Cells ........................ 111
  Mean instance size in the synthesized netlist ........................ 10.9 µm²
  Cell type with the largest total area after synthesis ........................ sky130_fd_sc_hd__edfxtp_1
  Share of synthesized area occupied by flip-flops and latches ........................ 39.6%
  Netlist Area Pre-Place ........................ 0.00121 mm²
  Post-synth area from yosys stat ........................ 0.00121 mm²
  Number of distinct library cell variants in the gate-level netlist after synthesis ........................ 30
  Top cells, area ........................ sky130_fd_sc_hd__edfxtp_1 40%, sky130_fd_sc_hd__mux2i_1 11%, sky130_fd_sc_hd__xnor2_1 10%

[Worst setup path]
  Worst Setup Start Kind ........................ input port
  Category of the worst setup path capture point ........................ register
  Signal arrival time at the worst endpoint ........................ 2.64 ns
  Worst setup path class ........................ in2reg
  Max Fanout on Critical Path ........................ 5
  Req. time, crit path ........................ 4.68 ns

[Pwr]
  Net Sw Frac ........................ 37.5%
  Clock group share of total power ........................ 14.6%
  Gate power share ........................ 38.4%
  Switch Pwr ........................ 0.281 mW
  Leakage power ........................ 0.531 nW
  P per Cell Area ........................ 473 mW/mm²
  Overall power consumption ........................ 0.749 mW
  Peak supply drop ........................ 0.000179 V
  Sequential fraction of design power ........................ 47.0%
  Internal Pwr Total ........................ 0.468 mW

[GRT]
  Global-route wire length before repair ........................ 4590 µm
  Final global-route overflow total ........................ 0
  Maximum number of pins on one net before global-route repair ........................ 15
  Tot GR Track Use ........................ 3.78%
  Vias in the first global route ........................ 905
  Antenna violations before repair ........................ 0

[Routing]
  DRC violation total after the first TritonRoute iteration ........................ 58
  Routed Antenna Nets ........................ 0
  DRC errors left ........................ 0
  Antenna diode count ........................ 0
  DR vias ........................ 878
  Wirelength, routed ........................ 2700 µm
  Iteration count of the initial detailed-routing pass ........................ 4
  Wire length per cell ........................ 10.1 µm
  Vias per cell ........................ 3.29

[Worst hold path]
  Classification of the worst-slack hold path ........................ reg2reg

[Job]
  Tool warnings ........................ 25
  Max-capacitance violation count ........................ 0

[Status]
  Result of the run ........................ finished, final reports clean

----------------------------------------------------
-- path summary, 6_finish.rpt --
path                            startpoint   endpoint  slack, ns  cells after the start
worst max-delay path                  N[0]  count[10]       2.04                      7
worst max register to register    count[0]   count[5]       2.32                      6
worst min register to register    state[0]   state[0]       0.64                      1
worst min-delay path              state[0]   state[0]       0.64                      1
-- kinds of logic (layout without fill, tap and decap cells) --
kind of cell / after synthesis / after routing / share of synthesized area [%]
simple gates: 43 / 43 / 24.0
xor+xnor: 23 / 23 / 16.6
flops: 16 / 16 / 39.6
mux: 13 / 13 / 10.7
compound gates: 7 / 7 / 4.13
buf+inv: 7 / 27 / 2.79
fa+ha+maj: 2 / 2 / 2.06
-- flip-flops by register name (all words and copies together), names as in the netlist --
| name | count |
|---|---|
| count | 14 |
| state | 2 |
-- per-layer routing --
| metal | wire length, µm | vias up | GRT usage [%] |
|---|---|---|---|
| met2 | 1280 | 12 | 6.29 |
| met4 | 13 | 0 | 0.224 |
| met3 | 110 | 2 | 1.03 |
| met1 | 1300 | 411 | 5.02 |
| met5 | 0 | - | 0 |
| li1 | - | 453 | - |
-- worst max-delay path, stage by stage --
cell	delay, ns
sky130_fd_sc_hd__clkdlybuf4s50_1	0.47
sky130_fd_sc_hd__inv_1	0.09
sky130_fd_sc_hd__ha_1	0.17
sky130_fd_sc_hd__or3b_1	0.44
sky130_fd_sc_hd__and4bb_1	0.32
sky130_fd_sc_hd__xnor2_1	0.12
sky130_fd_sc_hd__mux2i_1	0.09
-- stage by stage --
step           hold slack, ns  std cells  instance area [µm²]  setup WS, ns
3_5_place_dp            0.628        263                 1540          1.77
2_1_floorplan           0.591        111                 1210          2.41
5_1_grt                 0.681        267                 1580          1.95
4_1_cts                 0.639        267                 1580          2.04
6_report                0.642        267                 1580          2.04
3_3_place_gp            0.615        263                 1540          1.80
-- area by class of cell --
class / instances / area (µm²) / area share (%)
Clock buffer: 3 / 41.3 / 2.61
Clock inverter: 1 / 3.75 / 0.237
Inverter: 6 / 22.5 / 1.42
Tap cell: 136 / 170 / 10.7
Timing Repair Buffer: 17 / 168 / 10.6
Sequential cell: 16 / 480 / 30.3
Multi-Input combinational cell: 88 / 698 / 44.1
-- power by group through the flow --
stage | Combinational [mW] | Clock [mW] | Sequential (mW)
after CTS | 0.295 | 0.112 | 0.351
after global routing | 0.325 | 0.116 | 0.364
final | 0.288 | 0.109 | 0.352
-- synth_stat cells (all sizes together) --
cell type and instances:
nor2b 2, a21oi 1, xor2 9, nor3b 2
and4bb 2, o31a 2, o21ai 1, ha 2
xnor2 14, a22oi 1, or3b 1, buf 1
or4 3, nor2 11, nand4 2, a21o 1
mux2i 13, edfxtp 16, o211ai 1, nand2 4
nor3 5, inv 6, nor4 6, or3 1
nand3 4
No activity file was given, so power comes from the tool's default toggle rates.
